==> flow/design.v <==
`timescale 1ns / 1ps
module Main(
        i_IORQ,
        i_RD,
        i_WR,
        i_AMDRUM_OR_EPSON_ON, 
        i_SPO256_ON,    
        i_SSA1_MODE, 
        i_DKTRONICS_MODE, 
        i_SPO256_SBY, 
        i_SPO256__LRQ, 
        iADR,
        ioCPC_DATA, 
        iATMEGA_DATA, 
        oATMEGA_DATA,           
        oSPEECH_WRITE , 
         oEPSON_ON ,
         oAMDRUM_ON , 
         oSPO256_ON , 
         oSSA1_MODE , 
         oDK_MODE , 
         i_CHIP_SELECT , 
         o_EPSON_SELECT , 
         o_EEPROM_SELECT ,
         i_EPSON_SLAVE_OUT , 
         o_EPSON_SLAVE_OUT ,
         oSERIAL_RX , 
         iSERIAL_TX ,
         iRX , 
         oTX 
);
input [15:0] iADR; 
input i_IORQ; 
input i_RD; 
input i_WR; 
input i_CHIP_SELECT; 
output o_EPSON_SELECT; 
output o_EEPROM_SELECT; 
input  i_EPSON_SLAVE_OUT; 
output o_EPSON_SLAVE_OUT; 
input i_AMDRUM_OR_EPSON_ON; 
input i_SPO256_ON; 
input i_SSA1_MODE; 
input i_DKTRONICS_MODE; 
input i_SPO256_SBY; 
input i_SPO256__LRQ; 
output oSPEECH_WRITE; 
inout  [7:0] ioCPC_DATA; 
input  [7:0] iATMEGA_DATA; 
output [7:0] oATMEGA_DATA; 
output oSERIAL_RX ;
input  iSERIAL_TX ;  
input iRX ; 
output oTX  ;  
wire iorq = ~ i_IORQ; 
wire iord = ~ i_RD; 
wire iowr = ~ i_WR; 
wire read = iorq & iord; 
wire write = iorq & iowr; 
wire spo256_ctrl    = i_SPO256_ON ; 
wire ssa1_ctrl      = i_SSA1_MODE ; 
wire dktronics_ctrl = i_DKTRONICS_MODE ; 
wire amdrum_ctrl    = i_AMDRUM_OR_EPSON_ON ; 
wire ssa1_spo256  = spo256_ctrl & ! amdrum_ctrl & ssa1_ctrl   & ! dktronics_ctrl ;    
wire dk_spo256    = spo256_ctrl & ! amdrum_ctrl & ! ssa1_ctrl &   dktronics_ctrl ;  
wire ssa1_epson   = ! spo256_ctrl & amdrum_ctrl & ssa1_ctrl   & ! dktronics_ctrl ;  
wire dk_epson     = ! spo256_ctrl & amdrum_ctrl & ! ssa1_ctrl &   dktronics_ctrl ;  
wire amdrum       = ! spo256_ctrl & amdrum_ctrl & ! ssa1_ctrl & ! dktronics_ctrl ;  
wire lambda_epson   = ! spo256_ctrl & ! amdrum_ctrl & ! ssa1_ctrl & ! dktronics_ctrl ; 
wire lambda_dectalk = ! spo256_ctrl &   amdrum_ctrl &   ssa1_ctrl &   dktronics_ctrl ; 
wire eeprom_sample_upload =  ! spo256_ctrl & ! amdrum_ctrl & ! ssa1_ctrl &   dktronics_ctrl ; 
wire eeprom_sample_play   =    spo256_ctrl &   amdrum_ctrl &   ssa1_ctrl & ! dktronics_ctrl ; 
wire serial_mode = ! spo256_ctrl & ! amdrum_ctrl & ssa1_ctrl & dktronics_ctrl ;  
assign o_EEPROM_SELECT = i_CHIP_SELECT ? 1 : ! ( eeprom_sample_upload | eeprom_sample_play ); 
assign o_EPSON_SELECT  = i_CHIP_SELECT ? 1 :   ( eeprom_sample_upload | eeprom_sample_play ); 
assign o_EPSON_SLAVE_OUT = ( eeprom_sample_upload | eeprom_sample_play ) ? 1'bz : i_EPSON_SLAVE_OUT ; 
wire ssa1_adr1   = iADR[15:0] == 16'hFBEE; 
wire ssa1_adr2   = iADR[15:0] == 16'hFAEE; 
wire   dk_adr   = iADR[15:0] == 16'hFBFE; 
wire amdrum_adr = iADR[15:8] == 8'hFF; 
wire oSPEECH_OR_SERIAL_READ      = ( ssa1_adr1 | ssa1_adr2 | dk_adr ) & read & 
                                   ( ssa1_epson | dk_epson | lambda_epson | lambda_dectalk | serial_mode ) ;                                                                            
wire oSPEECH_READ_SPO_SSA1       = ( ssa1_adr1 | ssa1_adr2 ) & read & ssa1_spo256 ;  
wire oSPEECH_READ_SPO_DKTRONICS  =  dk_adr                   & read & dk_spo256 ;  
wire oSPEECH_WRITE = ( ( ( ssa1_adr1 | ssa1_adr2 | dk_adr ) & ! amdrum ) | 
                       ( amdrum_adr & amdrum ) ) & write;                                                                                                                        
reg [7:0] cpc_data = 0; 
reg [7:0] atmega_data = 0; 
reg [7:0] spo_status_ssa1 = 8'bz; 
reg [7:0] spo_status_dktronics = 8'bz; 
always @(posedge oSPEECH_WRITE ) 
begin
        cpc_data <= ioCPC_DATA; 
end
always @(posedge oSPEECH_OR_SERIAL_READ ) 
begin
        atmega_data <= iATMEGA_DATA; 
end
always @(posedge oSPEECH_READ_SPO_SSA1 ) 
begin
        spo_status_ssa1[7] <= i_SPO256_SBY ;
        spo_status_ssa1[6] <= i_SPO256__LRQ ; 
end
always @(posedge oSPEECH_READ_SPO_DKTRONICS ) 
begin
        spo_status_dktronics[6] <= i_SPO256_SBY ;
        spo_status_dktronics[7] <= i_SPO256__LRQ ; 
end
assign ioCPC_DATA    = oSPEECH_OR_SERIAL_READ ? atmega_data : 
                     ( oSPEECH_READ_SPO_SSA1 ? spo_status_ssa1 : 
                     ( oSPEECH_READ_SPO_DKTRONICS ? spo_status_dktronics : 8'bz ) ) ; 
assign oATMEGA_DATA = ! serial_mode ? cpc_data : 8'bz; 
assign oTX = serial_mode ? iSERIAL_TX : 1'bz; 
assign oSERIAL_RX = serial_mode ? iRX : 1'bz; 
output oEPSON_ON ; 
output oAMDRUM_ON ; 
output oSPO256_ON ; 
output oSSA1_MODE ; 
output oDK_MODE ;  
assign oEPSON_ON  = ssa1_epson | dk_epson | lambda_epson | lambda_dectalk ;
assign oSPO256_ON = spo256_ctrl           | eeprom_sample_play ;
assign oAMDRUM_ON = amdrum | eeprom_sample_upload | eeprom_sample_play ;
assign oSSA1_MODE = ssa1_spo256 | ssa1_epson | eeprom_sample_upload | eeprom_sample_play | lambda_epson ;
assign oDK_MODE   = dk_spo256   | dk_epson   | eeprom_sample_upload | eeprom_sample_play | lambda_epson ; 
endmodule
==> flow/run.sh <==
#!/bin/bash
# OpenROAD 26Q1-2900-gdf79404cd8, Yosys 0.63+post, stock flow scripts
make -C /OpenROAD-flow-scripts/flow DESIGN_CONFIG=/design/flow/config.mk WORK_HOME=/design/flow/orfs finish
==> flow/config.mk <==
export PLATFORM = sky130hd
export DESIGN_NAME = Main
export DESIGN_NICKNAME = Main
export VERILOG_FILES = /design/flow/design.v
export SDC_FILE = /design/flow/constraint.sdc
export NUM_CORES = 4
export LEC_CHECK = 1
export CORE_AREA = 10 10 95 95
export DIE_AREA = 0 0 105 105
==> flow/constraint.sdc <==
current_design Main

set clk_period 3.5
set clk_io_pct 0.2

create_clock -name clk0 -period $clk_period

set non_clock_inputs [all_inputs -no_clocks]
set_input_delay [expr $clk_period * $clk_io_pct] -clock clk0 $non_clock_inputs
set_output_delay [expr $clk_period * $clk_io_pct] -clock clk0 [all_outputs]
==> deck_impl_summary.md <==
Flow Results at a Glance

Synthesis
  • FA/HA/MAJ Cells, Area Fraction: 0%
  • YS chip area: about 820 um2
  • MUX area fraction: around 1.2%
  • Yosys aoi share: under 10%
  • Cell Type Count: 33
  • Post-Syn Area: 825 um2
  • Synth Area in Simple Gates: a little under a third
  • Main logic family: simple AND/OR/NAND/NOR gates
  • XORs/XNORs by Area: 2.12%
  • Synth flops: 20
  • Synth Area per Inst: 9.70 um2
  • Post-synthesis cell count: 85
  • Seq/Total Area, Yosys: around half
  • Number of cells in Yosys stat: 85
  • YS warnings: 8

Timing
  • Period utilisation layout: between 90% and 100%
  • Setup Viol. Count Final: 0
  • Worst slew pin tran: approximately 0.41 ns
  • Fmax: 308 MHz
  • TNS Setup: 0 ns
  • Final Critical Period: 3.25 ns
  • RSZ-0062 raised after global routing: false
  • Final hold violation count: 0
  • WHS: 1.40 ns
  • Slew Viols, Final: 0
  • Max_slew headroom: roughly 72%
  • Endpoints left unconstrained: 28
  • Register pins left without a clock: 20

Worst setup path
  • Slowest cell on the critical path: or4_4
  • Cell count along the critical path: 7
  • Most frequent CP cell: buf_4
  • Worst-path cell chain: clkdlybuf4s50_1 -> nand4_1 -> or4_4 -> buf_4 -> nor3_4 -> buf_4 -> and2_1
  • Critical Path AT: 2.55 ns
  • Crit path DRT: around 2.8 ns
  • Crit-path max FO: 9
  • Buf+Inv Stages, Crit Path: 3
  • CP startpoint: iADR[2]
  • Slowest stage delay, CP: between 0.5 and 0.6 ns
  • Crit Path Class: primary input to output pin
  • Worst path top cell family by delay: simple AND/OR/NAND/NOR gates
  • Setup crit start kind: primary input
  • CP endpoint: ioCPC_DATA[0]
  • CP Capture Type: output pin

Run status
  • Status: finished clean

Route
  • DR DRC count: 0
  • Routed vias/inst: about 3.3
  • Routed Antenna Nets: 0
  • DR WL/cell: 11.3 um
  • Final wirelength: 2.60 mm
  • DRT Pass-1 Iters: 4
  • Initial DRC Count: around 47
  • Vias: 754
  • Ant. Diodes: 0

Cells and area
  • Layout cells sized above 1: approximately an eighth
  • Design Area, Final: about 1500 um2
  • Fillers: approximately 770
  • End-of-flow core utilization: around a fifth
  • Syn-to-layout area delta: 78.1%

Global routing
  • Global-route wire length before repair: 4.09 mm
  • Antenna violations before repair: 0
  • Number of global-route vias before repair: between 800 and 900
  • Global route overflow: 0
  • Total GRT Usage: approximately 4.4%
  • Pin count of the biggest net entering global routing: 11

Placed design
  • Port Buffers: around 50
  • Placer congestion estimate: between 0.8 and 0.9
  • DP Area: around 1500 um2
  • Dpl hpwl: ~2.4 mm

Floorplanning
  • Floorplan utilization: about an eighth
  • Core Box Area: roughly 6900 um2
  • Chip Height: 105 um
  • I/O pins: 64
  • Std cell rows: 30
  • Chip area: about 11000 um2
  • Die X: 105 um

Clock network
  • Post-cts hold buffer count: 0

Power and ir drop
  • Worst VDD drop: just over 0.02 mV
  • Leak pwr: approximately 0.56 nW
  • Pwr dens: roughly 50 nW/um2
  • Pwr Total: ~74 uW

Min path
  • Hold Path Class: primary input to output pin

Job
  • Tally of OpenROAD warnings: 32
  • Total of max-cap violations: 0
-- flip-flops by register name, indices dropped and copies added, names as in the netlist --
register,flops
spo_status_dktronics,2
atmega_data,8
cpc_data,8
spo_status_ssa1,2
-- worst min-delay path by stage --
stage,startpoint,to,slack [ns],cells past startpoint
after CTS,iRX,oSERIAL_RX,1.40,0
after global routing,i_EPSON_SLAVE_OUT,o_EPSON_SLAVE_OUT,1.40,0
final,iRX,oSERIAL_RX,1.40,0
-- area by class of cell --
cell class              count  area [um2]  area share (%)
well taps                  96         120            8.18
flip-flops and latches     20         400            27.3
multi-input cells          53         358            24.4
repair buffers             60         583            39.7
inverters                   2        7.51           0.511
-- power by group --
part / switching, mW / internal (mW) / total, mW
Sequential: 0.0000000953 / 0.000815 / 0.000816
Clock: 0 / 0 / 0
Combinational: 0.0211 / 0.0525 / 0.0736
-- stage by stage --
stage / cells / worst slack [ns]
2_1_floorplan: 85 / 0.742
3_3_place_gp: 231 / -0.0679
3_5_place_dp: 231 / -0.0673
4_1_cts: 231 / 0.00730
5_1_grt: 231 / 0.0986
6_report: 231 / 0.254
-- cells in the final DEF (no fill, tap or decap), drive strengths merged, types with 2 or more instances in the layout --
master	instances
a21oi	2
a22oi	2
and2	6
buf	10
clkdlybuf4s50	47
dfxtp	20
dlymetal6s2s	3
inv	2
nand2	3
nand2b	5
nand4	2
nand4b	2
nor2	5
nor3	5
nor4	2
o21ai	5
or3	2
or4	2
-- repair_timing --
| item | 4_1_cts | 5_1_grt |
|---|---|---|
| setup endpoints to repair | 1 | 1 |
| hold endpoints to repair | 0 | 0 |
| pin swaps | 3 | 5 |
| setup buffers | 0 | 0 |
| resized | 1 | 4 |
-- per-layer routing --
metal | GRT usage (%) | vias up | wire length (um)
li1 | - | 389 | -
met1 | 5.09 | 331 | 995
met2 | 7.87 | 32 | 1310
met3 | 1.43 | 2 | 261
met4 | 0.588 | 0 | 40
met5 | 0 | - | 0
-- logic make-up (layout without fill, tap and decap cells) --
group           after synthesis  after routing
simple gates                 39             39
xor+xnor                      2              2
compound gates               11             11
mux                           1              1
buf+inv                      12             62
flops                        20             20
-- Yosys cell counts --
master | n | area share [%]
buf_2 | 2 | 1.2
or2_2 | 1 | 0.76
nand2b_1 | 5 | 3.8
a21oi_1 | 2 | 1.2
inv_1 | 2 | 0.91
a41oi_1 | 1 | 1.1
nand4b_1 | 2 | 2.1
or4_1 | 1 | 0.91
nor2_1 | 4 | 1.8
nand4bb_1 | 1 | 1.4
nor4_1 | 2 | 1.5
nand4_1 | 2 | 1.5
buf_6 | 2 | 2.7
nor2b_1 | 1 | 0.76
o21ai_0 | 5 | 3.0
and2_1 | 6 | 4.6
nand2_1 | 3 | 1.4
nand3b_1 | 1 | 0.91
or4b_1 | 1 | 1.2
nor2_2 | 1 | 0.76
clkbuf_1 | 3 | 1.4
buf_4 | 3 | 2.7
o22ai_1 | 1 | 0.76
or4_4 | 1 | 1.4
xnor2_1 | 1 | 1.1
nor3_1 | 4 | 2.4
nor3_4 | 1 | 2.0
or3_1 | 2 | 1.5
a22oi_1 | 1 | 0.91
xor2_1 | 1 | 1.1
a22oi_2 | 1 | 1.5
dfxtp_1 | 20 | 49
mux2i_1 | 1 | 1.2
Power is estimated from default activity; no workload was simulated.
